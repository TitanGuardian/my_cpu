==> ./run.sh <==
#!/bin/bash
# OpenROAD 26Q1-2900-gdf79404cd8, Yosys 0.63+post, stock flow scripts
make -C /OpenROAD-flow-scripts/flow DESIGN_CONFIG=/design/flow/config.mk WORK_HOME=/design/flow/orfs finish
==> ./config.mk <==
export PLATFORM = sky130hd
export DESIGN_NAME = cacheL2
export DESIGN_NICKNAME = cacheL2
export VERILOG_FILES = /design/flow/design.v
export SDC_FILE = /design/flow/constraint.sdc
export NUM_CORES = 4
export LEC_CHECK = 1
export CORE_UTILIZATION = 30
==> ./constraint.sdc <==
current_design cacheL2

set clk_period 32.5
set clk_io_pct 0.2

create_clock -name clk0 -period $clk_period [get_ports {clk}]

set non_clock_inputs [all_inputs -no_clocks]
set_input_delay [expr $clk_period * $clk_io_pct] -clock clk0 $non_clock_inputs
set_output_delay [expr $clk_period * $clk_io_pct] -clock clk0 [all_outputs]
==> ./design.v <==
module cacheL2 (clk, rst, addr, wdata, wenable, renable, mem_wenable, mem_renable, mem_wdata, mem_rdata, mem_addr, stall, l1block) ;
input wire clk;
input wire rst;
input wire wenable, renable;
input wire [31:0] wdata, mem_rdata;
input wire [31:0] addr;
output reg [31:0] mem_wdata, mem_addr;
output stall;
output reg mem_renable, mem_wenable;
output [0:127] l1block;
wire index;
wire tag;
wire block;
localparam stride = (1+24+8*32);  
reg [0:stride-1]cacheBlock[0:7];  
wire [23:0] t;
wire [2:0] k;
wire [2:0] b;
wire hit;
assign t = addr[31:8];
assign k = addr[7:5];
assign b = addr[4:2];
wire [0:stride-1] curRow;
assign curRow = cacheBlock[k];
wire [25:0] t_cur;
wire v_cur;
assign t_cur = curRow[1:24];
assign v_cur = curRow[0];
wire tag_cmp;
assign tag_cmp = (t_cur==t);
assign hit = v_cur & tag_cmp;
assign stall = renable&!hit;
assign l1block = b[2]?curRow[stride-1 - 127:stride-1]:curRow[stride-1 - 255:stride-1-128];
wire [31:0]mask5, read_addr, r0,r1,r2,r3,r4,r5,r6,r7;
reg [4:0] counter;
assign mask5 = 32'b1111_1111_1111_1111_1111_1111_1110_0000;
assign read_addr = addr&mask5;
assign r0 = read_addr + 0;
assign r1 = read_addr + 4;
assign r2 = read_addr + 8;
assign r3 = read_addr + 12;
assign r4 = read_addr + 16;
assign r5 = read_addr + 20;
assign r6 = read_addr + 24;
assign r7 = read_addr + 28;
always @(posedge clk, posedge rst)
begin
if (rst)
    begin
        counter <= 8;
        cacheBlock[0] <=0;
        cacheBlock[1] <=0;
        cacheBlock[2] <=0;
        cacheBlock[3] <=0;
        cacheBlock[4] <=0;
        cacheBlock[5] <=0;
        cacheBlock[6] <=0;
        cacheBlock[7] <=0;
        mem_wdata <=0;
        mem_addr <=0;
        mem_renable<=0;
        mem_wenable<=0;
    end
    else if (renable&!hit)
    begin
        case (counter)
            8:begin 
                    cacheBlock[k][0]<=0;
                    counter<= counter - 1;
               end
            7: begin 
                    cacheBlock[k][27:(27+31)]<=mem_rdata;
                    cacheBlock[k][0]<=0;
                    counter<= counter - 1;
               end
            6:  begin 
                    cacheBlock[k][27+32:(27+32+31)]<=mem_rdata;
                    cacheBlock[k][0]<=0;
                    counter<= counter - 1;
                end
            5:  begin 
                    cacheBlock[k][27+64:(27+64+31)]<=mem_rdata;
                    cacheBlock[k][0]<=0;
                    counter<= counter - 1;
                end
            4:  begin 
                    cacheBlock[k][27+96:(27+96+31)]<=mem_rdata;
                    cacheBlock[k][0]<=0;
                    counter<= counter - 1;
                end
            3:  begin 
                    cacheBlock[k][27+96:(27+96+31)]<=mem_rdata;
                    cacheBlock[k][0]<=0;
                    counter<= counter - 1;
                end    
            2:  begin 
                    cacheBlock[k][27+96:(27+96+31)]<=mem_rdata;
                    cacheBlock[k][0]<=0;
                    counter<= counter - 1;
                end   
            1:  begin 
                    cacheBlock[k][27+96:(27+96+31)]<=mem_rdata;
                    cacheBlock[k][0]<=0;
                    counter<= counter - 1;
                end       
            0:  begin 
                    cacheBlock[k][27+96:(27+96+31)]<=mem_rdata;
                    cacheBlock[k][1:1+25]<=t_cur;
                    cacheBlock[k][0]<=1;
                    counter<= 8;
                end                     
        endcase
    end
    else
        counter <=8;
end
always @*
if (renable&!hit)
    begin
        mem_wdata = 0;
        mem_addr = 0;
        mem_renable = 0;
        mem_wenable = 0;
        case (counter)
            8: begin 
                mem_addr = r0; 
                mem_renable = 1;
                mem_wenable = 0;
               end
            7:  begin 
                mem_addr = r1; 
                mem_renable = 1;
                mem_wenable = 0;
                end
            6:  begin 
                mem_addr = r2; 
                mem_renable = 1;
                mem_wenable = 0;
                end
            5:  begin 
                mem_addr = r3; 
                mem_renable = 1;
                mem_wenable = 0;
                end
            4:  begin 
                mem_addr = r4; 
                mem_renable = 1;
                mem_wenable = 0;
                end
            3:  begin 
                mem_addr = r5; 
                mem_renable = 1;
                mem_wenable = 0;
                end
            2:  begin 
                mem_addr = r6; 
                mem_renable = 1;
                mem_wenable = 0;
                end
            1:  begin 
                mem_addr = r7; 
                mem_renable = 1;
                mem_wenable = 0;
                end               
        endcase
    end
else if(renable&hit)
    begin
        mem_wdata = 0;
        mem_renable = 0;
        mem_addr = 0;
        mem_wenable = 0;
    end
else if (wenable&!hit)
    begin
        mem_addr = addr;
        mem_wdata = wdata;
        mem_renable = 0;
        mem_wenable = 1;
    end   
else if (wenable&hit)       
    begin
        mem_addr = addr;
        mem_wdata = wdata;
        mem_renable = 0;
        mem_wenable = 1;
        case (b)
            3'b000: cacheBlock[k][25:(25+31)] = wdata;
            3'b001: cacheBlock[k][(25+32):(25+32+31)] = wdata;
            3'b010: cacheBlock[k][(25+64):(25+64+31)] = wdata;
            3'b011: cacheBlock[k][(25+96):(25+96+31)] = wdata;
            3'b100: cacheBlock[k][(25+128):(25+128+31)] = wdata;
            3'b101: cacheBlock[k][(25+160):(25+160+31)] = wdata;
            3'b110: cacheBlock[k][(25+192):(25+192+31)] = wdata;
            3'b111: cacheBlock[k][(25+224):(25+224+31)] = wdata;            
        endcase
    end
endmodule
==> CHANGELOG.md <==
### Physical design

- Top cells by area: dfrtp_1 (41%), dlxtn_1 (24%), mux2_2 (18%)
- YS warnings: 2
- EDFF count, synth: 0
- Synth cell types: 59
- Err: ERROR: Found 1024 problems in 'check -assert'.
- Most frequent cells after synthesis: mux2_2 (1041), dfrtp_1 (1036), dlxtn_1 (1024), clkbuf_1 (242), nor2_1 (206)
- Top FF cell, synth: dfrtp_1
- Yosys cell count: 4748
- YS chip area: 63400 sq um
- Yosys top cell area share: 40.9%
- Number of synthesized register bits: 2061
- Top-count cell post-synth: mux2_2
- Exit stage: synthesis
- Post-synth ARST share: 50.3%
- Status: aborted with a tool error
- Synth area leader: dfrtp_1
-- kinds of logic after synthesis --
family	after synthesis	synth area share, %
other cells	1	0.00591
compound gates	542	6.41
buf+inv	447	3.29
simple gates	485	3.44
fa+ha+maj	5	0.0986
latches	1024	24.3
mux	1207	21.6
flops	1037	40.9
