==> flow/design.v <==
module registerBlock ( clk, rst, r1, r2, write, wdest, wdata , r1value, r2value);
    localparam regBits = 5;
    localparam regCount = 2**regBits;
    localparam regWidth = 32;
    input wire clk;
    input wire rst;
    input wire [regBits-1:0] r1, r2;
    input wire write;
    input wire [regBits-1:0] wdest;
    input wire [regWidth-1:0] wdata;
    output reg [regWidth-1:0] r1value;
    output reg [regWidth-1:0] r2value;
    reg[regWidth-1:0] registers[0:regCount-1];    
    always @* begin
        r1value = registers[r1];
        r2value = registers[r2];
    end
    always @(posedge clk, posedge rst) begin
        if (rst) begin
            registers[0]<= 0;
            registers[1]<= 0;
            registers[2]<= 0;
            registers[3]<= 0;
            registers[4]<= 0;
            registers[5]<= 0;
            registers[6]<= 0;
            registers[7]<= 0;
            registers[8]<= 0;
            registers[9]<= 0;
            registers[10] <= 0;
            registers[11] <= 0;
            registers[12] <= 0;
            registers[13] <= 0;
            registers[14] <= 0;
            registers[15] <= 0;
            registers[16] <= 0;
            registers[17] <= 0;
            registers[18] <= 0;
            registers[19] <= 0;
            registers[20] <= 0;
            registers[21] <= 0;
            registers[22] <= 0;
            registers[23] <= 0;
            registers[24] <= 0;
            registers[25] <= 0;
            registers[26] <= 0;
            registers[27] <= 0;
            registers[28] <= 0;
            registers[29] <= 0;
            registers[30] <= 0;
            registers[31] <= 0;
        end
        else
        if (write) begin
            registers[wdest] <= wdata;
        end
    end
endmodule
==> flow/run.sh <==
#!/bin/bash
# OpenROAD 26Q1-2900-gdf79404cd8, Yosys 0.63+post, stock flow scripts
make -C /OpenROAD-flow-scripts/flow DESIGN_CONFIG=/design/flow/config.mk WORK_HOME=/design/flow/orfs finish
==> flow/config.mk <==
export PLATFORM = sky130hd
export DESIGN_NAME = registerBlock
export DESIGN_NICKNAME = registerBlock
export VERILOG_FILES = /design/flow/design.v
export SDC_FILE = /design/flow/constraint.sdc
export NUM_CORES = 4
export LEC_CHECK = 1
export CORE_UTILIZATION = 50
==> flow/constraint.sdc <==
current_design registerBlock

set clk_period 11.5
set clk_io_pct 0.2

create_clock -name clk0 -period $clk_period [get_ports {clk}]

set non_clock_inputs [all_inputs -no_clocks]
set_input_delay [expr $clk_period * $clk_io_pct] -clock clk0 $non_clock_inputs
set_output_delay [expr $clk_period * $clk_io_pct] -clock clk0 [all_outputs]
==> Implementation_results.wiki <==
== Flow metrics ==
{| class="wikitable"
! Metric !! Value
|-
| Run status || finished clean
|-
| Number of slew-limit violations in the final report || 0
|-
| Total Negative Setup Slacks || 0 ns
|-
| Overall die area || 103000 um^2
|-
| P_leak || 0.0254 uW
|-
| Total of fill cells in the finished design || 8333
|-
| Number of CTS-inserted buffers || 109
|-
| Number of setup violations in the final report || 0
|-
| Type of the tightest min-delay check || flip-flop to flip-flop
|-
| Number of maximum-capacitance constraint violations || 0
|-
| Number of flops mapped to enable cells by yosys || 0
|-
| Clock-pin slew on the worst setup and hold paths || 0.06 ns
|-
| Kind of critical path || primary input to primary output
|-
| GRT Overall Usage || 0.522
|-
| Area share of xor/xnor cells in the synthesized design || 0
|-
| Final Hold Violation Tally || 0
|-
| Power share of the combinational group || 0.138
|-
| Count of standard-cell rows || 116
|-
| Multiplexer fraction of the synthesized cell area || 0.229
|-
| Ys flop type || sky130_fd_sc_hd__dfrtp_1
|-
| Antenna-violating nets left || 0
|-
| Detailed placer's ending HPWL || 148 mm
|-
| Final routed wirelength across all metal layers || 256 mm
|-
| Final non-filler cell total || 5818
|-
| Largest register by flop count || registers
|-
| Net Switching || 2890 uW
|-
| YS chip area || 51000 um^2
|-
| Die Span Y || 321 um
|-
| Depth of the CTS H-tree || 3
|-
| Ys cells || 4352
|-
| Post-synthesis share of cell area spent on and, or, nand and nor gates || 0.0726
|-
| Post-synthesis instance area || 51000 um^2
|-
| Ratio of cells with drive above 1 in the final layout || 0.344
|-
| Part of the power in the clock network || 0.369
|-
| Maximum achievable frequency || 107 MHz
|-
| Power density over the cells || 175 nW/um^2
|-
| Pin count of the biggest net entering global routing || 123
|-
| Category of the worst setup path capture point || primary output
|-
| Mean number of vias per cell || 7.60
|-
| Largest cells by area after synthesis || sky130_fd_sc_hd__dfrtp_1 (50%), sky130_fd_sc_hd__mux2_2 (23%), sky130_fd_sc_hd__a22oi_1 (12%)
|-
| Time the worst path needs with I/O delays and setup || 9.35 ns
|-
| Data required time at the worst endpoint || 9.20 ns
|-
| Complex Gates by Area || 0.157
|-
| Weighted congestion at the end of routability-driven global placement || 1.04
|-
| Peak ir drop on the vdd network || 0.000132 V
|-
| Initial antenna violation count || 12
|-
| Tightest slew margin relative to the limit || 0.260
|-
| Initial Util || 0.507
|-
| Switching part of the total power || 0.285
|-
| Number of different library cells in the post-synthesis netlist || 57
|-
| Number of global-route vias before repair || 42900
|-
| Register bit total from synthesis || 1024
|-
| Register share of total power || 0.492
|-
| Detailed-route wire length per cell || 44.0 um
|-
| Flip-flop count of the largest register after layout || 1024
|-
| CTS tree || built
|-
| Largest logic family || multiplexers
|-
| Number of sinks on the clock net || 1024
|-
| Port Buffers || 113
|-
| First-pass GRT wire length || 350 mm
|-
| Maximum clock skew at final layout || 0 ns
|-
| Post-cts sizing count || 0
|-
| Count of tool warnings || 39
|-
| Slew of the pin with the lowest slew margin || 1.10 ns
|-
| Most numerous cell in the Yosys netlist || sky130_fd_sc_hd__mux2_2
|-
| Internal Power || 7240 uW
|-
| Part of the Yosys area used for sequential elements || 0.502
|-
| Warning count from the yosys run || 2
|-
| Area share of the leading cell type in the synthesized netlist || 0.502
|-
| Cell chosen for the clock root || sky130_fd_sc_hd__clkbuf_16
|-
| CP arrival || 7.05 ns
|-
| Fraction of registers with async set or reset after synthesis || 1.00
|-
| Gate count after technology mapping || 4352
|-
| Overall die width || 321 um
|-
| Number of detailed-routing iterations run before antenna repair || 9
|-
| Overflow after GRT || 0
|-
| Regs by FF count || registers x1024
|-
| Placed Cells incl. Taps || 5606
|-
| Tightest hold margin || 0.524 ns
|-
| Synth area leader || sky130_fd_sc_hd__dfrtp_1
|-
| Layout overhead on the synthesized area || 13.5%
|-
| Area of the placeable core || 101000 um^2
|-
| Top fanout value on the critical path || 20
|-
| Max Root-Sink Buffers || 3
|-
| Number of setup buffers added after CTS || 0
|-
| RSZ-0062 raised after global routing || no
|-
| Clock Latency Late Sink || 0.71 ns
|-
| Startpoint kind of the worst setup timing path || primary input
|-
| Total number of vias || 44200
|-
| Ratio of final minimum period to clock period || 0.813
|-
| Hold_buf cts || 0
|-
| I/O Pins || 114
|-
| Top cell types by occurrence after synthesis || sky130_fd_sc_hd__mux2_2 (1027), sky130_fd_sc_hd__dfrtp_1 (1024), sky130_fd_sc_hd__a22oi_1 (827)
|-
| Arithmetic-cell share of the synthesized area counting full adders, half adders and majority gates || 0
|-
| Detailed Route Iter0 Violations || 5860
|-
| Remaining design rule violation count || 0
|-
| Avg Inst Size Synth || 11.7 um^2
|}
==> final timing paths <==
check / start / slack [ns] / depth (start not counted) / endpoint
min in group asynchronous: rst / 2.03 / 2 / registers[12][8]
max reg2reg: registers[10][6] / 10.52 / 1 / registers[10][6]
max: r1[0] / 2.15 / 9 / r1value[6]
max in group asynchronous: rst / 6.95 / 5 / registers[6][20]
min reg2reg: registers[18][11] / 0.52 / 1 / registers[18][11]
min: registers[18][11] / 0.52 / 1 / registers[18][11]
==> metrics by stage <==
step	setup WS, ns	area (um^2)	utilization	total power [uW]
3_5_place_dp	2.47	54100	0.538	6370
5_1_grt	2.26	57900	0.576	10400
4_1_cts	2.44	57900	0.576	10100
3_3_place_gp	2.43	54100	0.538	6350
6_report	2.15	57900	0.576	10100
2_1_floorplan	-4.91	51000	-	5690
==> kinds of logic (layout without fill, tap and decap cells) <==
family | Yosys count | after routing
compound gates | 1078 | 1078
buf+inv | 436 | 534
flops | 1024 | 1024
mux | 1040 | 1040
other cells | 0 | 11
simple gates | 774 | 774
==> power groups by stage <==
stage | sequential, uW | combinational (uW) | clock, uW
6_report | 4990 | 1400 | 3740
5_1_grt | 5050 | 1490 | 3890
4_1_cts | 4950 | 1370 | 3750
==> placed cells by master, fill, tap and decap left out, types with 61 or more instances in the layout <==
master / synthesis / routed
sky130_fd_sc_hd__mux2_2: 1027 / 1027
sky130_fd_sc_hd__dfrtp_1: 1024 / 1024
sky130_fd_sc_hd__a22oi_1: 827 / 827
sky130_fd_sc_hd__nand2_1: 272 / 259
sky130_fd_sc_hd__buf_4: 40 / 211
sky130_fd_sc_hd__clkbuf_16: 0 / 112
sky130_fd_sc_hd__clkdlybuf4s50_1: 0 / 107
sky130_fd_sc_hd__nand4_1: 99 / 99
sky130_fd_sc_hd__nor2_1: 159 / 92
sky130_fd_sc_hd__a21oi_1: 87 / 87
sky130_fd_sc_hd__nor2_4: 3 / 74
sky130_fd_sc_hd__nor3_1: 62 / 61
==> critical path, cell delays in order <==
cell	delay (ns)
sky130_fd_sc_hd__clkdlybuf4s50_1	0.82
sky130_fd_sc_hd__nand2_1	0.67
sky130_fd_sc_hd__nor2_4	0.76
sky130_fd_sc_hd__buf_4	0.66
sky130_fd_sc_hd__nand2_1	0.35
sky130_fd_sc_hd__o31ai_1	0.37
sky130_fd_sc_hd__nor4_1	0.23
sky130_fd_sc_hd__a21oi_1	0.33
sky130_fd_sc_hd__clkdlybuf4s50_1	0.52
==> per-layer routing <==
metal / vias up / global-route usage / wire length [um]
met2: 4034 / 0.665 / 99100
li1: 16700 / - / -
met4: 18 / 0.297 / 21700
met5: - / 0.0336 / 299
met1: 22100 / 0.668 / 89100
met3: 1387 / 0.347 / 45700
==> final cells by class <==
cell class | instances | area, um^2 | area share
Antenna cell | 11 | 27.5 | 0.000475
Inverter | 5 | 22.5 | 0.000389
Clock inverter | 59 | 727 | 0.0126
Timing Repair Buffer | 328 | 2770 | 0.0477
Clock buffer | 142 | 3030 | 0.0522
Sequential cell | 1024 | 25600 | 0.442
Multi-Input combinational cell | 2892 | 24000 | 0.415
Tap cell | 1357 | 1700 | 0.0293
Power and IR drop assume default switching activity.
